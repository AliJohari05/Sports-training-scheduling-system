[config.mk]
export PLATFORM = sky130hd
export DESIGN_NAME = display_driver
export DESIGN_NICKNAME = display_driver
export VERILOG_FILES = /design/flow/design.v
export SDC_FILE = /design/flow/constraint.sdc
export NUM_CORES = 4
export LEC_CHECK = 1
export CORE_UTILIZATION = 40
[constraint.sdc]
current_design display_driver

set clk_period 12.7
set clk_io_pct 0.2

create_clock -name clk0 -period $clk_period [get_ports {clk}]

set non_clock_inputs [all_inputs -no_clocks]
set_input_delay [expr $clk_period * $clk_io_pct] -clock clk0 $non_clock_inputs
set_output_delay [expr $clk_period * $clk_io_pct] -clock clk0 [all_outputs]
[design.v]
module display_driver #(
    parameter CLK_HZ       = 50_000_000,
    parameter REFRESH_HZ   = 2000,        
    parameter COMMON_ANODE = 1,           
    parameter MAP_GFED     = 1            
)(
    input        clk,
    input        rst,
    input  [7:0] T,            
    output reg [3:0] an,       
    output      [7:0] seg      
);
    localparam integer TICK_DIV = CLK_HZ / (REFRESH_HZ * 4);
    reg [31:0] div = 32'd0;
    reg        tick = 1'b0;
    always @(posedge clk or posedge rst) begin
        if (rst) begin
            div  <= 32'd0;
            tick <= 1'b0;
        end else if (div == TICK_DIV-1) begin
            div  <= 32'd0;
            tick <= 1'b1;
        end else begin
            div  <= div + 32'd1;
            tick <= 1'b0;
        end
    end
    wire [3:0] bcd_h, bcd_t, bcd_o;
    bin8_to_bcd b2b(.bin(T), .hundreds(bcd_h), .tens(bcd_t), .ones(bcd_o));
    wire [3:0] d3 = 4'd0;    
    wire [3:0] d2 = bcd_h;
    wire [3:0] d1 = bcd_t;
    wire [3:0] d0 = bcd_o;
    reg [1:0] sel = 2'd0;
    always @(posedge clk or posedge rst) begin
        if (rst) sel <= 2'd0;
        else if (tick) sel <= sel + 2'd1;
    end
    reg [3:0] cur;
    always @(*) begin
        case (sel)
            2'd0: begin cur = d0; an = (COMMON_ANODE ? 4'b1110 : 4'b0001); end
            2'd1: begin cur = d1; an = (COMMON_ANODE ? 4'b1101 : 4'b0010); end
            2'd2: begin cur = d2; an = (COMMON_ANODE ? 4'b1011 : 4'b0100); end
            2'd3: begin cur = d3; an = (COMMON_ANODE ? 4'b0111 : 4'b1000); end
        endcase
    end
    wire [7:0] raw_ah;
    seven_segment_decoder dec(.digit(cur), .seg_ah(raw_ah));
    wire [7:0] ordered_ah =
        (MAP_GFED)
        ? { raw_ah[7], raw_ah[1], raw_ah[2], raw_ah[3], raw_ah[4], raw_ah[5], raw_ah[6], raw_ah[0] }
        : { raw_ah[7], raw_ah[6], raw_ah[5], raw_ah[4], raw_ah[3], raw_ah[2], raw_ah[1], raw_ah[0] };
    assign seg = (COMMON_ANODE ? ~ordered_ah : ordered_ah);
endmodule
module bin8_to_bcd(
    input  [7:0] bin,
    output reg [3:0] hundreds,
    output reg [3:0] tens,
    output reg [3:0] ones
);
    integer i;
    reg [19:0] sh;  
    always @(*) begin
        sh = 20'd0;
        sh[7:0] = bin;
        for (i=0; i<8; i=i+1) begin
            if (sh[19:16] >= 5) sh[19:16] = sh[19:16] + 4'd3;
            if (sh[15:12] >= 5) sh[15:12] = sh[15:12] + 4'd3;
            if (sh[11:8]  >= 5) sh[11:8]  = sh[11:8]  + 4'd3;
            sh = sh << 1;
        end
        hundreds = sh[19:16];
        tens     = sh[15:12];
        ones     = sh[11:8];
    end
endmodule
module seven_segment_decoder(
    input  [3:0] digit,
    output reg [7:0] seg_ah   
);
    always @(*) begin
        case (digit)
            4'b0000: seg_ah = 8'b0_0111111;  
            4'b0001: seg_ah = 8'b0_0000110;  
            4'b0010: seg_ah = 8'b0_1011011;  
            4'b0011: seg_ah = 8'b0_1001111;  
            4'b0100: seg_ah = 8'b0_1100110;  
            4'b0101: seg_ah = 8'b0_1101101;  
            4'b0110: seg_ah = 8'b0_1111101;  
            4'b0111: seg_ah = 8'b0_0000111;  
            4'b1000: seg_ah = 8'b0_1111111;  
            4'b1001: seg_ah = 8'b0_1101111;  
            default: seg_ah = 8'b0_0000000;  
        endcase
    end
endmodule
[run.sh]
#!/bin/bash
# OpenROAD 26Q1-2900-gdf79404cd8, Yosys 0.63+post, stock flow scripts
make -C /OpenROAD-flow-scripts/flow DESIGN_CONFIG=/design/flow/config.mk WORK_HOME=/design/flow/orfs finish
==> impl_metrics.ini <==
; flow metrics
[power_and_ir_drop]
seqPwrFrac_pct = 28.4
sw_frac_of_total_pct = 33.8
p_leak_nw = 1.55
power_mw = 0.393
power_density_nw_per_um2 = 110
ir_worst_vdd_mv = 0.0849
intPower_mw = 0.260
clkPwrFrac_pct = 26.1
p_comb_share_pct = 45.6
power_switching_mw = 0.133

[die]
pin_count = 22
die_w_um = 90.5
dieArea_um2 = 8190
die_h_um = 90.5
fp_util_pct = 42.3
rows = 31
coreArea_um2 = 7410

[clock_tree]
h-tree-depth = 2
cts_hold_buffers = 0
clk_pin_slew_ps = 60
cts_root_buf = clkbuf_8
cts_sinks = 35
clockBufferDepth = 2
insertion_delay_ps = 280
tritoncts = yes
cts_made_buffers = 5

[worst_setup_path]
arrival_ps = 9500
slowest_stage = clkdlybuf4s50_1
end_kind = output port
required_ps = 10160
cp_top_family = AND-OR/OR-AND gates
crit_top_cell = ha_1
critPathMaxStageDelay_ps = 540
critPathKind = input pin to output port
crit_fanout = 10
worst_setup_path_start_kind = input pin
rr_startpoint = div[11]$_DFF_PP0_
path_buffers = 8
worstSetupStartpoint = T[5]

[synth]
ys_cells = 364
edf_count = 0
ys_types = 66
topCellsByArea = dfrtp_1, ha_1, xnor2_1
ys_warn_count = 3
syn_area_per_cell_um2 = 8.61
async_flop_share_pct = 100
mappedNetlistArea_um2 = 3130
ff_type = dfrtp_1
synth_chip_area_um2 = 3130
top_area_cell = dfrtp_1
top_area_share_pct = 27.9
yosysSeqAreaShare_pct = 27.9
ys_ff = 35
netlist_instances = 364

[detailed_routing]
vias_per_cell = 5.40
drc_errors = 0
drtIter0Drc = 155
drtAntennaViolNets = 0
avgRoutedWirePerCell_um = 12.7
insertedDiodeCount = 0
drtPass1Iterations = 4
finalWirelength_um = 6210
via_count = 2644

[sta]
setup_tns_ps = 0
min_period_over_period_pct = 94.8
fin_crit_ps = 12040
finClkSkew_ps = 7.80
hold_viol = 0
slew-limit-headroom_pct = 57.5
fmax_mhz = 83.1
finalSetupViolCount = 0
finalHoldWorstSlack_ps = 476
worst_slack_ps = 661
drv_slew = 0
tightest_slew_ps = 632

[finish]
area_growth_pct = 14.0
drive_gt1_share_pct = 9.72
fillers = 699
fin_util_pct = 48.2

[placed_design]
post-dp-hpwl_um = 4780
pre_cts_slack_ps = 342
portBuffers = 20
gp_congestion = 0.914

[flow_run]
max_cap_violations = 0
log.warning_count = 39

[status]
outcome = finished, final reports clean

[min_path]
hold_path.class = register to register
min-delay-start = div[31]$_DFF_PP0_

[global_routing]
grt_pass1_vias = 2552
grt_pass1_wl_um = 11100
antenna_found_initial = 0
groute.usage.overall_pct = 16.3
overflow = 0
grt_max_degree = 36
placed cells by master, fill, tap and decap left out, types with 6 or more instances in the layout:
master           instances
nor3_1                   7
o211ai_1                 8
a21oi_1                 11
ha_1                    24
mux2i_1                  9
dfrtp_1                 35
nand4_1                 12
a211oi_1                 9
clkdlybuf4s50_1         20
nand3_1                 21
buf_4                    6
xnor2_1                 28
nand2_1                 28
nor2_1                  33
nor4_1                  10
xor2_1                   7
inv_1                   29
o21ai_0                  6
clkbuf_8                 6
kinds of logic after synthesis:
group           after synthesis  share of synthesized area (%)
fa+ha+maj                    24                           9.58
compound gates               78                           19.8
mux                          10                           3.23
buf+inv                      39                           5.59
flops                        35                           27.9
xor+xnor                     35                           9.78
simple gates                142                           23.9
other cells                   1                          0.120
sequential cells by signal, summed over array words and instances, names as in the netlist:
register	flops
sel	2
div	32
tick	1
stage by stage:
step | cell area [um^2] | cells
3_5_place_dp | 3440 | 481
6_report | 3570 | 490
2_1_floorplan | 3130 | 364
3_3_place_gp | 3440 | 481
4_1_cts | 3560 | 489
5_1_grt | 3570 | 490
metal layers:
metal	vias up	routed length, um	track usage, %
met5	-	0	0
met4	0	87	2.15
met3	13	200	2.22
met2	49	2780	26.0
met1	1211	3140	24.6
li1	1371	-	-
final timing paths:
kind	end	slack, ps	cells after the start
min in group asynchronous	div[28]$_DFF_PP0_	2660	3
min reg2reg	div[31]$_DFF_PP0_	480	1
min	div[31]$_DFF_PP0_	480	1
max in group asynchronous	div[25]$_DFF_PP0_	9720	3
max	seg[4]	660	33
max reg2reg	div[31]$_DFF_PP0_	10530	8
cells in the mapped netlist (3+ instances only):
cell type,n
a211oi_1,9
a21o_1,4
a21oi_1,12
a21oi_2,4
a22oi_1,3
and3_1,4
buf_6,3
dfrtp_1,35
ha_1,24
inv_1,29
mux2i_1,9
nand2_1,28
nand2b_1,4
nand3_1,21
nand4_1,12
nor2_1,33
nor2b_1,3
nor3_1,7
nor4_1,10
o211ai_1,8
o21a_1,3
o21ai_0,7
o22ai_1,3
xnor2_1,28
xor2_1,7
area by class of cell:
class / count / area, um^2 / share of cell area, %
well taps: 99 / 124 / 3.47
flip-flops and latches: 35 / 876 / 24.5
clock buffers: 6 / 82.6 / 2.31
clock inverters: 2 / 35.0 / 0.980
repair buffers: 26 / 245 / 6.86
inverters: 32 / 120 / 3.36
multi-input cells: 290 / 2090 / 58.5
repair_timing:
item                                    in CTS  in global routing
gates resized                                0                  4
buffers inserted                             0                  1
endpoints found under the setup margin       0                  7
power by group through the flow:
stage / clock (mW) / combinational (mW) / sequential (mW)
after CTS: 0.105 / 0.176 / 0.111
after global routing: 0.109 / 0.201 / 0.111
final: 0.102 / 0.179 / 0.111
Power figures rest on the tool's default switching activity, not on a simulated workload.
