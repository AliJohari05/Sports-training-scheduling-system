==> flow/design.v <==
module ExerciseNameDecoder (
    input  [2:0]   index,
    output reg [127:0] exercise_name
);
    always @(*) begin
        case (index)
            3'd0: exercise_name = "Jumping Jacks  ";
            3'd1: exercise_name = "Push Ups       ";
            3'd2: exercise_name = "Squats         ";
            3'd3: exercise_name = "Lunges         ";
            3'd4: exercise_name = "Plank          ";
            3'd5: exercise_name = "Mountain Climb ";
            3'd6: exercise_name = "Burpees        ";
            3'd7: exercise_name = "High Knees     ";
            default: exercise_name = "Unknown        ";
        endcase
    end
endmodule
module LCD_Controller(
    input         clk,               
    input         reset,
    input  [127:0] exercise_name,    
    input  [5:0]  time_remain,       
    output reg [7:0] lcd_data,
    output reg       lcd_rs,
    output reg       lcd_en
);
    wire lcd_rw = 1'b0;
    localparam integer DIV = 50_000 - 1;  
    reg [15:0] div_cnt;
    reg        tick;
    always @(posedge clk or posedge reset) begin
        if (reset) begin
            div_cnt <= 16'd0;
            tick    <= 1'b0;
        end else begin
            if (div_cnt == DIV) begin
                div_cnt <= 16'd0;
                tick    <= 1'b1;         
            end else begin
                div_cnt <= div_cnt + 16'd1;
                tick    <= 1'b0;
            end
        end
    end
    wire [7:0] tens_ascii = ((time_remain / 10) % 10) + 8'd48;  
    wire [7:0] ones_ascii = (time_remain % 10) + 8'd48;         
    localparam [3:0]
        S_INIT0 = 4'd0,
        S_INIT1 = 4'd1,
        S_INIT2 = 4'd2,
        S_INIT3 = 4'd3,
        S_CLR   = 4'd4,     
        S_EMS   = 4'd5,     
        S_SETL1 = 4'd6,
        S_WL1   = 4'd7,
        S_SETL2 = 4'd8,
        S_WL2   = 4'd9,
        S_IDLE  = 4'd10;
    reg [3:0] state;             
    reg [5:0] idx;               
    reg [7:0] chr;               
    reg       en_phase;          
    always @(*) begin
        chr = 8'h20;  
        if (state == S_WL1) begin
            case (idx[3:0])
                4'd0:  chr = exercise_name[127:120];
                4'd1:  chr = exercise_name[119:112];
                4'd2:  chr = exercise_name[111:104];
                4'd3:  chr = exercise_name[103:96];
                4'd4:  chr = exercise_name[95:88];
                4'd5:  chr = exercise_name[87:80];
                4'd6:  chr = exercise_name[79:72];
                4'd7:  chr = exercise_name[71:64];
                4'd8:  chr = exercise_name[63:56];
                4'd9:  chr = exercise_name[55:48];
                4'd10: chr = exercise_name[47:40];
                4'd11: chr = exercise_name[39:32];
                4'd12: chr = exercise_name[31:24];
                4'd13: chr = exercise_name[23:16];
                4'd14: chr = exercise_name[15:8];
                4'd15: chr = exercise_name[7:0];
                default: chr = 8'h20;
            endcase
        end else if (state == S_WL2) begin
            case (idx[3:0])
                4'd0:  chr = "T";
                4'd1:  chr = "i";
                4'd2:  chr = "m";
                4'd3:  chr = "e";
                4'd4:  chr = ":";
                4'd5:  chr = " ";
                4'd6:  chr = tens_ascii;
                4'd7:  chr = ones_ascii;
                4'd8:  chr = " ";
                4'd9:  chr = "s";
                4'd10: chr = "e";
                4'd11: chr = "c";
                4'd12: chr = " ";
                4'd13: chr = " ";
                4'd14: chr = " ";
                4'd15: chr = " ";
                default: chr = 8'h20;
            endcase
        end
    end
    localparam [7:0] CMD_FUNCSET  = 8'h38;  
    localparam [7:0] CMD_DISPON   = 8'h0C;  
    localparam [7:0] CMD_CLEAR    = 8'h01;  
    localparam [7:0] CMD_ENTRY    = 8'h06;  
    localparam [7:0] CMD_DDRAM_L1 = 8'h80;  
    localparam [7:0] CMD_DDRAM_L2 = 8'hC0;  
    always @(posedge clk or posedge reset) begin
        if (reset) begin
            state    <= S_INIT0;
            idx      <= 6'd0;
            lcd_en   <= 1'b0;
            lcd_rs   <= 1'b0;
            lcd_data <= 8'h00;
            en_phase <= 1'b0;
        end else if (tick) begin
            case (state)
                S_INIT0: begin
                    lcd_rs   <= 1'b0;
                    lcd_data <= CMD_FUNCSET;
                    en_phase <= ~en_phase;
                    if (en_phase) begin
                        lcd_en <= 1'b0;
                        state  <= S_INIT1;
                    end else begin
                        lcd_en <= 1'b1;
                    end
                end
                S_INIT1: begin
                    lcd_rs   <= 1'b0;
                    lcd_data <= CMD_DISPON;
                    en_phase <= ~en_phase;
                    if (en_phase) begin
                        lcd_en <= 1'b0;
                        state  <= S_INIT2;
                    end else begin
                        lcd_en <= 1'b1;
                    end
                end
                S_INIT2: begin
                    lcd_rs   <= 1'b0;
                    lcd_data <= CMD_CLEAR;
                    en_phase <= ~en_phase;
                    if (en_phase) begin
                        lcd_en <= 1'b0;
                        state  <= S_INIT3;
                    end else begin
                        lcd_en <= 1'b1;
                    end
                end
                S_INIT3: begin
                    lcd_rs   <= 1'b0;
                    lcd_data <= CMD_ENTRY;
                    en_phase <= ~en_phase;
                    if (en_phase) begin
                        lcd_en <= 1'b0;
                        state  <= S_SETL1;   
                    end else begin
                        lcd_en <= 1'b1;
                    end
                end
                S_SETL1: begin
                    lcd_rs   <= 1'b0;
                    lcd_data <= CMD_DDRAM_L1;
                    en_phase <= ~en_phase;
                    if (en_phase) begin
                        lcd_en <= 1'b0;
                        idx    <= 6'd0;
                        state  <= S_WL1;
                    end else begin
                        lcd_en <= 1'b1;
                    end
                end
                S_WL1: begin
                    lcd_rs   <= 1'b1;
                    lcd_data <= chr;
                    en_phase <= ~en_phase;
                    if (en_phase) begin
                        lcd_en <= 1'b0;
                        if (idx == 6'd15) begin
                            state <= S_SETL2;
                            idx   <= 6'd0;
                        end else begin
                            idx <= idx + 6'd1;
                        end
                    end else begin
                        lcd_en <= 1'b1;
                    end
                end
                S_SETL2: begin
                    lcd_rs   <= 1'b0;
                    lcd_data <= CMD_DDRAM_L2;
                    en_phase <= ~en_phase;
                    if (en_phase) begin
                        lcd_en <= 1'b0;
                        idx    <= 6'd0;
                        state  <= S_WL2;
                    end else begin
                        lcd_en <= 1'b1;
                    end
                end
                S_WL2: begin
                    lcd_rs   <= 1'b1;
                    lcd_data <= chr;
                    en_phase <= ~en_phase;
                    if (en_phase) begin
                        lcd_en <= 1'b0;
                        if (idx == 6'd15) begin
                            state <= S_IDLE;   
                            idx   <= 6'd0;
                        end else begin
                            idx <= idx + 6'd1;
                        end
                    end else begin
                        lcd_en <= 1'b1;
                    end
                end
                S_IDLE: begin
                    lcd_rs   <= 1'b0;
                    lcd_data <= CMD_DDRAM_L2;
                    en_phase <= ~en_phase;
                    if (en_phase) begin
                        lcd_en <= 1'b0;
                        idx    <= 6'd0;
                        state  <= S_WL2;      
                    end else begin
                        lcd_en <= 1'b1;
                    end
                end
                default: begin
                    state <= S_INIT0;
                end
            endcase
        end
    end
endmodule
module buzzer (
    input clk,         
    input rst,
    input alarm,       
    output reg buzzer_out
);
    always @(posedge clk or posedge rst) begin
        if (rst)
            buzzer_out <= 0;
        else if (alarm)
            buzzer_out <= ~buzzer_out;
        else
            buzzer_out <= 0;
    end
endmodule
module CalW60 (
    input  [1:0] Cal,      
    input  [2:0] W,        
    output wire [7:0] o    
);
    wire c1 = Cal[1];
    wire c0 = Cal[0];
    wire w2 = W[2];
    wire w1 = W[1];
    wire w0 = W[0];
    assign o[0] = (w2 & ~w0 & ~c1) | (c0 & ~w0 & c1) | (~c0 & w1 & c1 & w0) |
                  (~w2 & w1 & c1 & ~c0) | (w1 & w2 & ~c0 & ~c1) |
                  (w1 & ~w0 & ~c0 & ~c1) | (w0 & c0 & w1 & ~c1 & ~w2);
    assign o[1] = (w1 & ~w0 & ~c1) | (c0 & w1 & ~c1) | (w1 & ~w2 & ~c1) |
                  (w2 & c0 & ~w0 & ~c1) | (w0 & ~c0 & ~w1) |
                  (~c0 & w1 & w2 & c1) | (~w2 & w1 & c0);
    assign o[2] = (~c0 & ~w2 & ~w1 & ~w0) | (w1 & ~w2 & w0 & ~c0 & ~c1) |
                  (~c1 & w2 & ~w1 & w0) | (c0 & w0 & ~c1 & ~w1) | 
                  (c0 & w1 & ~c1 & ~w0) | (c1 & ~c0 & ~w1 & ~w2) | 
                  (c1 & ~w0 & ~w1) | (c0 & c1 & w2 & ~w0) | 
                  (c0 & c1 & w0 & w1);
    assign o[3] = (~w2 & ~c1 & w0 & ~c0) | (~w2 & ~w1 & ~w0 & ~c1) |
                  (w2 & w1 & ~c1 & ~c0) | (w2 & w0 & ~w1 & ~c1) | 
                  (w2 & w0 & ~c0) |
                  (w0 & w1 & ~w2 & c0 & ~c1) | (c0 & c1 & ~w0 & w1) | 
                  (c0 & c1 & w0 & ~w1);
    assign o[4] = (w2 & w1 & ~c1) | (w2 & w0 & ~c1) |
                  (w2 & w0 & ~w1) | (~w2 & ~w1 & ~c0) |
                  (~w2 & ~w0 & ~c1 & c0) | (~w2 & w1 & c1 & w0)
                  | (w2 & w1 & c1 & ~c0 & ~w0);
    assign o[5] = (~w2 & ~c0 & ~c1) | (~w2 & ~w1 & ~w0 & ~c0)
                  | (~w2 & w1 & w0 & ~c0) | (~w2 & ~w1 & ~c1)
                  | (w2 & ~w1 & ~w0 & ~c0) | (w2 & w1 & c0)
                  | (w2 & w0 & ~w1 & c0) | (c0 & c1 & w1 & ~w0);
    assign o[6] =  (c0 & ~c1 & w1 & ~w2) | (c0 & w0 & ~w1 & ~w2)
                  | (c0 & ~c1 & ~w1 & ~w0 & w2) | (c1 & w1 & w2)
                  | (c1 & w0 & w2) | (~c0 & c1 & w1 & w0)
                  | (w2 & c1 & ~w0 & ~c0);
    assign o[7] = (c0 & c1 & ~w2) |  (c1 & ~w0 & ~w2)
                  | (c1 & ~w1 & ~w2) | (c0 & c1 & ~w1 & ~w0);
endmodule
module TimeCalculator (
    input  [7:0] cal_w60_out,  
    input        gender,       
    input  [1:0] MET,          
    output [7:0] T             
);
    reg [7:0] Gender_output; 
    reg [7:0] Met_output;
    always @(*) begin
        case (gender)
            1'b0: Gender_output = cal_w60_out;                        
            1'b1: Gender_output = cal_w60_out + (cal_w60_out >> 3);   
            default: Gender_output = cal_w60_out;
        endcase
    end 
    always @(*) begin
        case (MET)
            2'b00: Met_output = Gender_output;          
            2'b01: Met_output = (Gender_output >> 1);   
            2'b10: Met_output = (Gender_output >> 2);   
            2'b11: Met_output = (Gender_output >> 3);   
            default: Met_output = Gender_output;
        endcase
    end
    assign T = Met_output;
endmodule
module fsm_workout (
    input        clk,               
    input        reset,
    input        start,
    input        skip,
    input  [7:0] T_input,           
    output reg [7:0] workout_num,   
    output reg [5:0] time_remain,   
    output reg       buzzer         
);
    parameter S0 = 3'b000,  
              S1 = 3'b001,  
              S2 = 3'b010,  
              S3 = 3'b011,  
              S4 = 3'b100,  
              S5 = 3'b101;  
    reg [2:0] state, next_state;
    parameter WORK_TIME = 6'd45;    
    parameter REST_TIME = 6'd15;    
    always @(posedge clk) begin
        if (reset)
            state <= S0;
        else
            state <= next_state;
    end
    always @(*) begin
        case (state)
            S0: next_state = start ? S1 : S0;
            S1: next_state = S2;
            S2: begin
                if (skip)
                    next_state = (workout_num + 1 < T_input) ? S1 : S5;
                else if (time_remain == 0)
                    next_state = (workout_num + 1 < T_input) ? S3 : S5;
                else
                    next_state = S2;
            end
            S3: next_state = S4;
            S4: next_state = (time_remain == 0) ? S1 : S4;
            S5: next_state = S5;
            default: next_state = S0;
        endcase
    end
    always @(posedge clk) begin
        if (reset) begin
            workout_num <= 0;
            time_remain <= 0;
            buzzer      <= 0;
        end else begin
            buzzer <= 0;  
            case (state)
                S0: begin
                    workout_num <= 0;
                    time_remain <= 0;
                end
                S1: begin
                    time_remain <= WORK_TIME;
                end
                S2: begin
                    if (skip || time_remain == 0) begin
                        workout_num <= workout_num + 1;
                        buzzer      <= 1;
                    end else begin
                        time_remain <= time_remain - 1;
                    end
                end
                S3: begin
                    time_remain <= REST_TIME;
                end
                S4: begin
                    if (time_remain == 1)
                        buzzer <= 1; 
                    if (time_remain > 0)
                        time_remain <= time_remain - 1;
                end
                S5: begin
                    time_remain <= 0;
                    buzzer      <= 1;
                end
            endcase
        end
    end
endmodule
module TopModule(
    input        clk,
    input        reset,
    input        start,
    input        skip,
    input  [1:0] Cal,       
    input  [2:0] W,         
    input        gender,    
    input  [1:0] MET,       
    output [7:0] workout_num,
    output [5:0] time_remain,
    output       buzzer,
    output [7:0] T,
    output [7:0] lcd_data,
    output       lcd_rs,
    output       lcd_rw,
    output       lcd_en
);
    wire [7:0] resultCalW60;
    wire [127:0] exercise_name;
    wire [2:0] exercise_index;
    wire buzzer_signal;
    assign exercise_index = workout_num[2:0];
    CalW60 part1Formula (
        .Cal(Cal),        
        .W(W),            
        .o(resultCalW60)
    );
    TimeCalculator partFinalFormula (
        .cal_w60_out(resultCalW60),
        .gender(gender),
        .MET(MET),
        .T(T)
    );
    fsm_workout fsm_ctrl (
        .clk(clk),
        .reset(reset),
        .start(start),
        .skip(skip),
        .T_input(T),
        .workout_num(workout_num),
        .time_remain(time_remain),
        .buzzer(buzzer_signal)
    );
    ExerciseNameDecoder decoder (
        .index(exercise_index),
        .exercise_name(exercise_name)
    );
    LCD_Controller lcd_inst (
        .clk(clk),
        .reset(reset),
        .exercise_name(exercise_name),
        .time_remain(time_remain),
        .lcd_data(lcd_data),
        .lcd_rs(lcd_rs),
        .lcd_en(lcd_en)
    );
    assign lcd_rw = 1'b0;
    buzzer buzzer_inst (
        .clk(clk),             
        .rst(reset),
        .alarm(buzzer_signal),
        .buzzer_out(buzzer)
    );
endmodule
==> flow/run.sh <==
#!/bin/bash
# OpenROAD 26Q1-2900-gdf79404cd8, Yosys 0.63+post, stock flow scripts
make -C /OpenROAD-flow-scripts/flow DESIGN_CONFIG=/design/flow/config.mk WORK_HOME=/design/flow/orfs finish
==> flow/config.mk <==
export PLATFORM = sky130hd
export DESIGN_NAME = TopModule
export DESIGN_NICKNAME = TopModule
export VERILOG_FILES = /design/flow/design.v
export SDC_FILE = /design/flow/constraint.sdc
export NUM_CORES = 4
export LEC_CHECK = 1
export CORE_UTILIZATION = 30
==> flow/constraint.sdc <==
current_design TopModule

set clk_period 8.8
set clk_io_pct 0.2

create_clock -name clk0 -period $clk_period [get_ports {clk}]

set non_clock_inputs [all_inputs -no_clocks]
set_input_delay [expr $clk_period * $clk_io_pct] -clock clk0 $non_clock_inputs
set_output_delay [expr $clk_period * $clk_io_pct] -clock clk0 [all_outputs]
==> Changelog: implementation <==
## Implementation

- Status: complete, no violations
- Clk sink count: 108
- WP data required: between 7000 and 8000 ps
- Crit path max-delay family: buffers and inverters
- DRC Markers: 0
- Critical path class: in -> out
- Critical path startpoint category: input pin
- CTS tree: yes
- Initial drt markers: ~560
- FP Rows: around 55
- Warnings from Yosys: 5
- Cell taking the most area after synthesis: dfxtp_1
- Highest routed layer: met4
- Pre-Repair DR Iteration Count: 7
- WP data arrival: roughly 5600 ps
- Core Area: 22700 sq um
- Worst R2R Path Depth: 15
- Vias in the first global route: about 5800
- Ys flop type: dfxtp_1
- H-Tree Depth: 3
- Reg2reg start: fsm_ctrl.time_remain[3]
- CTS Root Cell: clkbuf_16
- Filler instances: approximately 2300
- Skew final: about 9.7 ps
- Max Freq: about 140 MHz
- Number of standard cells reported by yosys: around 850
- Cell area leaders: dfxtp_1, dfrtp_1, ha_1
- Die Ht: around 150 microns
- VDD IR max: ~0.082 mV
- Io pins: 46
- Final Util: a little over a third
- Cells after Synth: around 850
- Largest net degree at the start of global routing: about 46
- Synth flops: 108
- RSZ-0062 raised after global routing: false
- Worst setup EP type: output port
- Max-slew headroom: ~38%
- Tcrit/Tclk final: 83.4%
- Detail Route Antenna Nets: 0
- # Post-CTS Setup Buffers: 0
- Routed WL: ~18 mm
- Worst Hold Depth: 1
- HP Start: buzzer_inst.buzzer_out
- Tool warning count: 39
- Met3 Routed Length: between 700 and 800 microns
- Max cap viols: 0
- Post-CTS sizing: 0
- Final-report hold violation count: 0
- GP Congestion: between 0.8 and 0.9
- Post-detailed-placement half-perimeter wirelength: about 12 mm
- Met1 Wirelength: 8.75 mm
- Dominant logic cell type in the layout: nand2_1
- Antenna cells: 0
- First-pass GRT wire length: ~30 mm
- Worst hold path class: reg -> reg
- Worst path slowest cell: clkdlybuf4s50_1
- Vias: 6183
- PortBufs: between 40 and 50
- Worst r2r dst: lcd_inst.lcd_data[6]
- Crit-path max FO: 19
- Clock Pin Slew Worst Setup and Hold Paths: around 70 ps
- Chip area: 23900 sq um
- Critical path, cell by cell: clkdlybuf4s50_1, nand2b_1, a211o_1, o2111a_1, ha_1, fa_1, a21o_1, a21oi_1, nor2b_1, o211ai_1, xnor2_1, a21oi_1, mux2i_1, clkdlybuf4s50_1
- GRT Total Usage: around 16%
- Hold_buf cts: 0
- Max Slew Vio Count: 0
- Vias per cell: 5.40
- Synth cell types: roughly 80
- Synthesized area per cell: between 8 and 9 sq um
- Async SR Flop Fraction: around two fifths
- Clock buffer depth: 2
- Mapped Area: roughly 7000 sq um
- Reg2reg setup slack: around 5000 ps
- Hold Path Sink: buzzer_inst.buzzer_out
- Die X: between 150 and 200 microns
- Met2 wire length: 7.84 mm
- Worst-margin pin slew: 937 ps
- CP bufs+invs: 2
- Slowest cell delay on critical path: 850 ps
- Top cells excl fill/tap: nand2_1, nor2_1, dfxtp_1
- Layout cells sized above 1: between 6 and 7%
- Antenna violations before repair: 0
- Final Critical Period: between 7000 and 8000 ps
- Routed length per instance: 15.4 microns
- Leakage: approximately 0.0032 uW
- Insertion delay to the later sink of the worst-skew pair: ~360 ps
- EDFF count, synth: 0
- YS chip area: between 6000 and 7000 sq um
- Final TNS setup: 0 ps
- Synth Seq Share: roughly 34%
- Initial Util: between 30% and 40%
- Global-route congestion overflow total: 0
- Area added between synthesis and finish: 13.2%
- Top-area cell type share of the netlist area: around a fifth
- PwrDens: 144 nW/um^2
- Setup violations, final: 0
- Cts bufs inserted: 9
worst max path at each step:
stage / startpoint / to / slack [ps] / cells after the start
CTS: W[0] / T[4] / 1460 / 14
global route: W[0] / T[4] / 1110 / 14
finish: W[0] / T[4] / 1460 / 14
cell usage after synthesis, types with 16 or more instances:
cell and n:
a22oi_1 18, dfxtp_1 65, a31oi_1 16, clkbuf_1 36
nor2b_1 17, ha_1 33, o21ai_0 59, nand3_1 29
dfrtp_1 42, xnor2_1 18, nor2_1 71, nor3_1 21
inv_1 32, a21oi_1 53, nand2_1 80, mux2i_1 18
area by class of cell:
cell class	instances	area, sq um	share of cell area, %
multi-input combinational	647	4240	53.6
timing repair buffer	54	515	6.52
inverter	34	128	1.61
tap	285	357	4.51
clock inverter	6	45.0	0.570
sequential	108	2380	30.1
clock buffer	10	250	3.16
worst register-to-register path, delay by kind of cell (launching register included):
family	cells	cell delay [ps]
AOI/OAI and AO/OA	7	1680
buffers and inverters	1	180
DFF	1	310
adders and majority gates	2	920
and+or+nand+nor	5	620
flip-flops by register name, indices dropped and copies added (netlist names):
signal and flops:
lcd_inst.div_cnt 16, fsm_ctrl.workout_num 8, fsm_ctrl.state 6, lcd_inst.lcd_rs 1, lcd_inst.en_phase 1, lcd_inst.lcd_data 8, buzzer_inst.buzzer_out 1, lcd_inst.state 9
lcd_inst.tick 1, lcd_inst.idx 6, lcd_inst.exercise_name 44, fsm_ctrl.buzzer 1, fsm_ctrl.time_remain 6
routing by layer:
metal / up-vias / track usage [%]
met5: - / 0
met4: 0 / 2.17
met3: 20 / 2.00
met2: 138 / 24.0
met1: 2919 / 24.0
li1: 3106 / -
through the flow:
stage	setup slack (ps)	cell area (sq um)	cells	total power [uW]	hold slack (ps)
floorplan	2790	6980	846	681	378
global placement	1500	7610	1128	746	415
detailed placement	1460	7610	1128	747	423
CTS	1460	7910	1144	1150	433
global route	1110	7910	1144	1190	441
finish	1460	7910	1144	1140	422
power by group:
| group | internal [uW] | switching (uW) | total, uW |
|---|---|---|---|
| clock network | 211 | 191 | 402 |
| logic | 98.4 | 124 | 222 |
| registers | 502 | 12.1 | 514 |
logic make-up (layout without fill, tap and decap cells):
group,Yosys count,after routing,share of synthesized area [%]
and+or+nand+nor,287,287,20.2
AOI/OAI and AO/OA,264,264,25.5
DFF,108,108,34.1
buffers and inverters,91,104,5.30
adders and majority gates,37,37,6.63
muxes,30,30,4.68
xor gates and xnor gates,28,28,3.51
other,1,1,0.0537
Power is estimated from default activity; no workload was simulated.
