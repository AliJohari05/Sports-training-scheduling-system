==> ./design.v <==
module ExerciseNameDecoder (
    input  [2:0]   index,
    output reg [127:0] exercise_name
);
    always @(*) begin
        case (index)
            3'd0: exercise_name = "Jumping Jacks  ";
            3'd1: exercise_name = "Push Ups       ";
            3'd2: exercise_name = "Squats         ";
            3'd3: exercise_name = "Lunges         ";
            3'd4: exercise_name = "Plank          ";
            3'd5: exercise_name = "Mountain Climb ";
            3'd6: exercise_name = "Burpees        ";
            3'd7: exercise_name = "High Knees     ";
            default: exercise_name = "Unknown        ";
        endcase
    end
endmodule
module LCD_Controller(
    input         clk,               
    input         reset,
    input  [127:0] exercise_name,    
    input  [5:0]  time_remain,       
    output reg [7:0] lcd_data,
    output reg       lcd_rs,
    output reg       lcd_en
);
    wire lcd_rw = 1'b0;
    localparam integer DIV = 50_000 - 1;  
    reg [15:0] div_cnt;
    reg        tick;
    always @(posedge clk or posedge reset) begin
        if (reset) begin
            div_cnt <= 16'd0;
            tick    <= 1'b0;
        end else begin
            if (div_cnt == DIV) begin
                div_cnt <= 16'd0;
                tick    <= 1'b1;         
            end else begin
                div_cnt <= div_cnt + 16'd1;
                tick    <= 1'b0;
            end
        end
    end
    wire [7:0] tens_ascii = ((time_remain / 10) % 10) + 8'd48;  
    wire [7:0] ones_ascii = (time_remain % 10) + 8'd48;         
    localparam [3:0]
        S_INIT0 = 4'd0,
        S_INIT1 = 4'd1,
        S_INIT2 = 4'd2,
        S_INIT3 = 4'd3,
        S_CLR   = 4'd4,     
        S_EMS   = 4'd5,     
        S_SETL1 = 4'd6,
        S_WL1   = 4'd7,
        S_SETL2 = 4'd8,
        S_WL2   = 4'd9,
        S_IDLE  = 4'd10;
    reg [3:0] state;             
    reg [5:0] idx;               
    reg [7:0] chr;               
    reg       en_phase;          
    always @(*) begin
        chr = 8'h20;  
        if (state == S_WL1) begin
            case (idx[3:0])
                4'd0:  chr = exercise_name[127:120];
                4'd1:  chr = exercise_name[119:112];
                4'd2:  chr = exercise_name[111:104];
                4'd3:  chr = exercise_name[103:96];
                4'd4:  chr = exercise_name[95:88];
                4'd5:  chr = exercise_name[87:80];
                4'd6:  chr = exercise_name[79:72];
                4'd7:  chr = exercise_name[71:64];
                4'd8:  chr = exercise_name[63:56];
                4'd9:  chr = exercise_name[55:48];
                4'd10: chr = exercise_name[47:40];
                4'd11: chr = exercise_name[39:32];
                4'd12: chr = exercise_name[31:24];
                4'd13: chr = exercise_name[23:16];
                4'd14: chr = exercise_name[15:8];
                4'd15: chr = exercise_name[7:0];
                default: chr = 8'h20;
            endcase
        end else if (state == S_WL2) begin
            case (idx[3:0])
                4'd0:  chr = "T";
                4'd1:  chr = "i";
                4'd2:  chr = "m";
                4'd3:  chr = "e";
                4'd4:  chr = ":";
                4'd5:  chr = " ";
                4'd6:  chr = tens_ascii;
                4'd7:  chr = ones_ascii;
                4'd8:  chr = " ";
                4'd9:  chr = "s";
                4'd10: chr = "e";
                4'd11: chr = "c";
                4'd12: chr = " ";
                4'd13: chr = " ";
                4'd14: chr = " ";
                4'd15: chr = " ";
                default: chr = 8'h20;
            endcase
        end
    end
    localparam [7:0] CMD_FUNCSET  = 8'h38;  
    localparam [7:0] CMD_DISPON   = 8'h0C;  
    localparam [7:0] CMD_CLEAR    = 8'h01;  
    localparam [7:0] CMD_ENTRY    = 8'h06;  
    localparam [7:0] CMD_DDRAM_L1 = 8'h80;  
    localparam [7:0] CMD_DDRAM_L2 = 8'hC0;  
    always @(posedge clk or posedge reset) begin
        if (reset) begin
            state    <= S_INIT0;
            idx      <= 6'd0;
            lcd_en   <= 1'b0;
            lcd_rs   <= 1'b0;
            lcd_data <= 8'h00;
            en_phase <= 1'b0;
        end else if (tick) begin
            case (state)
                S_INIT0: begin
                    lcd_rs   <= 1'b0;
                    lcd_data <= CMD_FUNCSET;
                    en_phase <= ~en_phase;
                    if (en_phase) begin
                        lcd_en <= 1'b0;
                        state  <= S_INIT1;
                    end else begin
                        lcd_en <= 1'b1;
                    end
                end
                S_INIT1: begin
                    lcd_rs   <= 1'b0;
                    lcd_data <= CMD_DISPON;
                    en_phase <= ~en_phase;
                    if (en_phase) begin
                        lcd_en <= 1'b0;
                        state  <= S_INIT2;
                    end else begin
                        lcd_en <= 1'b1;
                    end
                end
                S_INIT2: begin
                    lcd_rs   <= 1'b0;
                    lcd_data <= CMD_CLEAR;
                    en_phase <= ~en_phase;
                    if (en_phase) begin
                        lcd_en <= 1'b0;
                        state  <= S_INIT3;
                    end else begin
                        lcd_en <= 1'b1;
                    end
                end
                S_INIT3: begin
                    lcd_rs   <= 1'b0;
                    lcd_data <= CMD_ENTRY;
                    en_phase <= ~en_phase;
                    if (en_phase) begin
                        lcd_en <= 1'b0;
                        state  <= S_SETL1;   
                    end else begin
                        lcd_en <= 1'b1;
                    end
                end
                S_SETL1: begin
                    lcd_rs   <= 1'b0;
                    lcd_data <= CMD_DDRAM_L1;
                    en_phase <= ~en_phase;
                    if (en_phase) begin
                        lcd_en <= 1'b0;
                        idx    <= 6'd0;
                        state  <= S_WL1;
                    end else begin
                        lcd_en <= 1'b1;
                    end
                end
                S_WL1: begin
                    lcd_rs   <= 1'b1;
                    lcd_data <= chr;
                    en_phase <= ~en_phase;
                    if (en_phase) begin
                        lcd_en <= 1'b0;
                        if (idx == 6'd15) begin
                            state <= S_SETL2;
                            idx   <= 6'd0;
                        end else begin
                            idx <= idx + 6'd1;
                        end
                    end else begin
                        lcd_en <= 1'b1;
                    end
                end
                S_SETL2: begin
                    lcd_rs   <= 1'b0;
                    lcd_data <= CMD_DDRAM_L2;
                    en_phase <= ~en_phase;
                    if (en_phase) begin
                        lcd_en <= 1'b0;
                        idx    <= 6'd0;
                        state  <= S_WL2;
                    end else begin
                        lcd_en <= 1'b1;
                    end
                end
                S_WL2: begin
                    lcd_rs   <= 1'b1;
                    lcd_data <= chr;
                    en_phase <= ~en_phase;
                    if (en_phase) begin
                        lcd_en <= 1'b0;
                        if (idx == 6'd15) begin
                            state <= S_IDLE;   
                            idx   <= 6'd0;
                        end else begin
                            idx <= idx + 6'd1;
                        end
                    end else begin
                        lcd_en <= 1'b1;
                    end
                end
                S_IDLE: begin
                    lcd_rs   <= 1'b0;
                    lcd_data <= CMD_DDRAM_L2;
                    en_phase <= ~en_phase;
                    if (en_phase) begin
                        lcd_en <= 1'b0;
                        idx    <= 6'd0;
                        state  <= S_WL2;      
                    end else begin
                        lcd_en <= 1'b1;
                    end
                end
                default: begin
                    state <= S_INIT0;
                end
            endcase
        end
    end
endmodule
module TopModule_FPGA (
    input        clk,       
    input        reset,
    input        start,
    input        skip,
    input  [7:0] P,         
    output [7:0] lcd_data,
    output       lcd_rs,
    output       lcd_en,
    output       buzzer,
    output [7:0] T           
);
    wire        gender = P[7];
    wire [1:0]  MET    = P[6:5];
    wire [1:0]  Cal    = P[4:3];
    wire [2:0]  W      = P[2:0];
    wire [7:0] resultCalW60;
    wire [7:0] T_internal;
    wire [7:0] workout_num_internal;
    wire [5:0] time_remain_internal;
    wire       buzzer_signal;
    wire [2:0]   exercise_index = workout_num_internal[2:0];
    wire [127:0] exercise_name;
    CalW60 part1Formula (
        .Cal(Cal),
        .W(W),
        .o(resultCalW60)
    );
    TimeCalculator partFinalFormula (
        .cal_w60_out(resultCalW60),
        .gender(gender),
        .MET(MET),
        .T(T_internal)
    );
    fsm_workout fsm_ctrl (
        .clk(clk),
        .reset(reset),
        .start(start),
        .skip(skip),
        .T_input(T_internal),
        .workout_num(workout_num_internal),
        .time_remain(time_remain_internal),
        .buzzer(buzzer_signal)
    );
    ExerciseNameDecoder decoder (
        .index(exercise_index),
        .exercise_name(exercise_name)
    );
    LCD_Controller lcd_inst (
        .clk(clk),
        .reset(reset),
        .exercise_name(exercise_name),
        .time_remain(time_remain_internal),
        .lcd_data(lcd_data),
        .lcd_rs(lcd_rs),
        .lcd_en(lcd_en)
    );
    buzzer buzzer_inst (
        .clk(clk),
        .rst(reset),
        .alarm(buzzer_signal),
        .buzzer_out(buzzer)
    );
    assign T = T_internal;
endmodule
module buzzer (
    input clk,         
    input rst,
    input alarm,       
    output reg buzzer_out
);
    always @(posedge clk or posedge rst) begin
        if (rst)
            buzzer_out <= 0;
        else if (alarm)
            buzzer_out <= ~buzzer_out;
        else
            buzzer_out <= 0;
    end
endmodule
module CalW60 (
    input  [1:0] Cal,      
    input  [2:0] W,        
    output wire [7:0] o    
);
    wire c1 = Cal[1];
    wire c0 = Cal[0];
    wire w2 = W[2];
    wire w1 = W[1];
    wire w0 = W[0];
    assign o[0] = (w2 & ~w0 & ~c1) | (c0 & ~w0 & c1) | (~c0 & w1 & c1 & w0) |
                  (~w2 & w1 & c1 & ~c0) | (w1 & w2 & ~c0 & ~c1) |
                  (w1 & ~w0 & ~c0 & ~c1) | (w0 & c0 & w1 & ~c1 & ~w2);
    assign o[1] = (w1 & ~w0 & ~c1) | (c0 & w1 & ~c1) | (w1 & ~w2 & ~c1) |
                  (w2 & c0 & ~w0 & ~c1) | (w0 & ~c0 & ~w1) |
                  (~c0 & w1 & w2 & c1) | (~w2 & w1 & c0);
    assign o[2] = (~c0 & ~w2 & ~w1 & ~w0) | (w1 & ~w2 & w0 & ~c0 & ~c1) |
                  (~c1 & w2 & ~w1 & w0) | (c0 & w0 & ~c1 & ~w1) | 
                  (c0 & w1 & ~c1 & ~w0) | (c1 & ~c0 & ~w1 & ~w2) | 
                  (c1 & ~w0 & ~w1) | (c0 & c1 & w2 & ~w0) | 
                  (c0 & c1 & w0 & w1);
    assign o[3] = (~w2 & ~c1 & w0 & ~c0) | (~w2 & ~w1 & ~w0 & ~c1) |
                  (w2 & w1 & ~c1 & ~c0) | (w2 & w0 & ~w1 & ~c1) | 
                  (w2 & w0 & ~c0) |
                  (w0 & w1 & ~w2 & c0 & ~c1) | (c0 & c1 & ~w0 & w1) | 
                  (c0 & c1 & w0 & ~w1);
    assign o[4] = (w2 & w1 & ~c1) | (w2 & w0 & ~c1) |
                  (w2 & w0 & ~w1) | (~w2 & ~w1 & ~c0) |
                  (~w2 & ~w0 & ~c1 & c0) | (~w2 & w1 & c1 & w0)
                  | (w2 & w1 & c1 & ~c0 & ~w0);
    assign o[5] = (~w2 & ~c0 & ~c1) | (~w2 & ~w1 & ~w0 & ~c0)
                  | (~w2 & w1 & w0 & ~c0) | (~w2 & ~w1 & ~c1)
                  | (w2 & ~w1 & ~w0 & ~c0) | (w2 & w1 & c0)
                  | (w2 & w0 & ~w1 & c0) | (c0 & c1 & w1 & ~w0);
    assign o[6] =  (c0 & ~c1 & w1 & ~w2) | (c0 & w0 & ~w1 & ~w2)
                  | (c0 & ~c1 & ~w1 & ~w0 & w2) | (c1 & w1 & w2)
                  | (c1 & w0 & w2) | (~c0 & c1 & w1 & w0)
                  | (w2 & c1 & ~w0 & ~c0);
    assign o[7] = (c0 & c1 & ~w2) |  (c1 & ~w0 & ~w2)
                  | (c1 & ~w1 & ~w2) | (c0 & c1 & ~w1 & ~w0);
endmodule
module TimeCalculator (
    input  [7:0] cal_w60_out,  
    input        gender,       
    input  [1:0] MET,          
    output [7:0] T             
);
    reg [7:0] Gender_output; 
    reg [7:0] Met_output;
    always @(*) begin
        case (gender)
            1'b0: Gender_output = cal_w60_out;                        
            1'b1: Gender_output = cal_w60_out + (cal_w60_out >> 3);   
            default: Gender_output = cal_w60_out;
        endcase
    end 
    always @(*) begin
        case (MET)
            2'b00: Met_output = Gender_output;          
            2'b01: Met_output = (Gender_output >> 1);   
            2'b10: Met_output = (Gender_output >> 2);   
            2'b11: Met_output = (Gender_output >> 3);   
            default: Met_output = Gender_output;
        endcase
    end
    assign T = Met_output;
endmodule
module fsm_workout (
    input        clk,               
    input        reset,
    input        start,
    input        skip,
    input  [7:0] T_input,           
    output reg [7:0] workout_num,   
    output reg [5:0] time_remain,   
    output reg       buzzer         
);
    parameter S0 = 3'b000,  
              S1 = 3'b001,  
              S2 = 3'b010,  
              S3 = 3'b011,  
              S4 = 3'b100,  
              S5 = 3'b101;  
    reg [2:0] state, next_state;
    parameter WORK_TIME = 6'd45;    
    parameter REST_TIME = 6'd15;    
    always @(posedge clk) begin
        if (reset)
            state <= S0;
        else
            state <= next_state;
    end
    always @(*) begin
        case (state)
            S0: next_state = start ? S1 : S0;
            S1: next_state = S2;
            S2: begin
                if (skip)
                    next_state = (workout_num + 1 < T_input) ? S1 : S5;
                else if (time_remain == 0)
                    next_state = (workout_num + 1 < T_input) ? S3 : S5;
                else
                    next_state = S2;
            end
            S3: next_state = S4;
            S4: next_state = (time_remain == 0) ? S1 : S4;
            S5: next_state = S5;
            default: next_state = S0;
        endcase
    end
    always @(posedge clk) begin
        if (reset) begin
            workout_num <= 0;
            time_remain <= 0;
            buzzer      <= 0;
        end else begin
            buzzer <= 0;  
            case (state)
                S0: begin
                    workout_num <= 0;
                    time_remain <= 0;
                end
                S1: begin
                    time_remain <= WORK_TIME;
                end
                S2: begin
                    if (skip || time_remain == 0) begin
                        workout_num <= workout_num + 1;
                        buzzer      <= 1;
                    end else begin
                        time_remain <= time_remain - 1;
                    end
                end
                S3: begin
                    time_remain <= REST_TIME;
                end
                S4: begin
                    if (time_remain == 1)
                        buzzer <= 1; 
                    if (time_remain > 0)
                        time_remain <= time_remain - 1;
                end
                S5: begin
                    time_remain <= 0;
                    buzzer      <= 1;
                end
            endcase
        end
    end
endmodule
module TopModule(
    input        clk,
    input        reset,
    input        start,
    input        skip,
    input  [1:0] Cal,       
    input  [2:0] W,         
    input        gender,    
    input  [1:0] MET,       
    output [7:0] workout_num,
    output [5:0] time_remain,
    output       buzzer,
    output [7:0] T,
    output [7:0] lcd_data,
    output       lcd_rs,
    output       lcd_rw,
    output       lcd_en
);
    wire [7:0] resultCalW60;
    wire [127:0] exercise_name;
    wire [2:0] exercise_index;
    wire buzzer_signal;
    assign exercise_index = workout_num[2:0];
    CalW60 part1Formula (
        .Cal(Cal),        
        .W(W),            
        .o(resultCalW60)
    );
    TimeCalculator partFinalFormula (
        .cal_w60_out(resultCalW60),
        .gender(gender),
        .MET(MET),
        .T(T)
    );
    fsm_workout fsm_ctrl (
        .clk(clk),
        .reset(reset),
        .start(start),
        .skip(skip),
        .T_input(T),
        .workout_num(workout_num),
        .time_remain(time_remain),
        .buzzer(buzzer_signal)
    );
    ExerciseNameDecoder decoder (
        .index(exercise_index),
        .exercise_name(exercise_name)
    );
    LCD_Controller lcd_inst (
        .clk(clk),
        .reset(reset),
        .exercise_name(exercise_name),
        .time_remain(time_remain),
        .lcd_data(lcd_data),
        .lcd_rs(lcd_rs),
        .lcd_en(lcd_en)
    );
    assign lcd_rw = 1'b0;
    buzzer buzzer_inst (
        .clk(clk),             
        .rst(reset),
        .alarm(buzzer_signal),
        .buzzer_out(buzzer)
    );
endmodule
==> ./run.sh <==
#!/bin/bash
# OpenROAD 26Q1-2900-gdf79404cd8, Yosys 0.63+post, stock flow scripts
make -C /OpenROAD-flow-scripts/flow DESIGN_CONFIG=/design/flow/config.mk WORK_HOME=/design/flow/orfs finish
==> ./config.mk <==
export PLATFORM = sky130hd
export DESIGN_NAME = TopModule_FPGA
export DESIGN_NICKNAME = TopModule_FPGA
export VERILOG_FILES = /design/flow/design.v
export SDC_FILE = /design/flow/constraint.sdc
export NUM_CORES = 4
export LEC_CHECK = 1
export CORE_UTILIZATION = 50
==> ./constraint.sdc <==
current_design TopModule_FPGA

set clk_period 5.4
set clk_io_pct 0.2

create_clock -name clk0 -period $clk_period [get_ports {clk}]

set non_clock_inputs [all_inputs -no_clocks]
set_input_delay [expr $clk_period * $clk_io_pct] -clock clk0 $non_clock_inputs
set_output_delay [expr $clk_period * $clk_io_pct] -clock clk0 [all_outputs]
==> impl_metrics.csv <==
group,metric,value,unit
run,cap_violations,0,
synthesis,yosysTopAreaCellShare,18.7,%
final_layout,layout-drive-gt1-share,14.0,%
sta,fin_crit,5.25,ns
global_routing,track_usage,25.1,%
final_layout,seqCellArea,2380,µm²
synthesis,syn_area,6960,µm²
sta,worst_slew_pin_slew,0.764,ns
power,switching_share,29.7,%
floorplanning,die_h,120,µm
floorplanning,core,13400,µm²
final_layout,final_cell_area,8060,µm²
power,combPwrFrac,22.4,%
synthesis,yosys.cell_types.count,82,
placement,globalplace.congestion,0.904,
final_layout,logic_area,4310,µm²
synthesis,async_reset_ff_share,39.8,%
placement,portBuffers,30,
synthesis,netlist_instances,853,
global_routing,grt_pass1_wl,28.4,mm
outcome,status,"completed",
synthesis,synth_flops,108,
clock_tree,cts_max_level,3,
clock_tree,numCtsBuffers,9,
power,p_int,0.00135,W
drt,drt_iter0_drc,478,
floorplanning,io_pins,31,
drt,viasPerCell,5.88,
sta,slew_violations,0,
setup_path,required,4.32,ns
synthesis,ys_top_cells_by_area,"dfxtp_1 (19%), dfrtp_1 (15%), ha_1 (5.9%), o21ai_0 (4.6%), nand2_1 (4.5%)",
clock_tree,cts_tree,"built",
final_layout,post-route-util,60.1,%
power,power.switching,0.000571,W
power,seq_power_share,43.9,%
drt,num_vias,6305,
synthesis,ys_warn_count,5,
setup_path,crit_path_end_kind,"output pin",
synthesis,edf_count,0,
clock_tree,clk_pin_slew_worst_paths,0.08,ns
final_layout,fill_cells,1139,
sta,finalClockSkew,0.00893,ns
sta,setup_viol,0,
synthesis,yosys_area,6960,µm²
synthesis,avgSynthCellArea,8.16,µm²
global_routing,antenna_found_initial,0,
clock_tree,holdBufCountCts,0,
final_layout,area_growth,15.8,%
drt,drtPass1Iterations,7,
hold_path,holdCritPathClass,"flop to flop",
setup_path,critPathLaunchType,"input port",
synthesis,yosys.stat.seqShare,34.2,%
drt,drc,0,
synthesis,yosysTopAreaCell,"dfxtp_1",
floorplanning,die_w,120,µm
drt,ant_nets,0,
power,vdd_drop_max,0.000215,V
synthesis,synth_top_flop_cell,"dfxtp_1",
sta,post-route-period-util,97.1,%
sta,setup_tns,0,ns
drt,wire_per_inst,16.1,µm
setup_path,path_class,"input port to output pin",
synthesis,yosysCellCount,853,
floorplanning,chip_area,14400,µm²
placement,placed_area,7540,µm²
sta,slew_headroom,49.0,%
global_routing,grt_pass1_vias,5706,
sta,fmax,191,MHz
clock_tree,ctsRootBufferMaster,"clkbuf_16",
global_routing,grt_overflow,0,
setup_path,cp_max_fo,7,
placement,dp_hpwl,12.0,mm
floorplanning,rows,42,
global_routing,grt_max_degree,49,
clock_tree,clk_latency,0.35,ns
clock_tree,cts_buffer_depth,2,
run,warnings,39,
setup_path,cp.arrival,4.17,ns
power,clkPwrFrac,33.7,%
floorplanning,fp_util,51.9,%
drt,antenna_cells,0,
power,power_density,239,nW/µm²
clock_tree,cts_sinks,108,
sta,hold_viol_final,0,
drt,drt_wl_total,17.3,mm
power,p_leak,3.47,nW
-- repair_timing --
item / CTS / global route
endpoints found under the setup margin: 11 / 10
pin swaps: 4 / 13
cloned: 2 / 0
setup buffers: 5 / 4
gates resized: 26 / 31
-- final cells by class --
cell class | instances | area share [%]
clock buffers | 9 | 2.80
clock inverters | 7 | 0.839
inverters | 38 | 1.77
multi-input cells | 650 | 53.5
flip-flops and latches | 108 | 29.5
well taps | 176 | 2.73
repair buffers | 85 | 8.87
-- cell families (layout without fill, tap and decap cells) --
family | count (synthesis) | count (layout) | share of synthesized area (%)
XOR/XNOR | 29 | 29 | 3.65
multiplexers | 23 | 23 | 3.65
adder cells (fa/ha/maj) | 34 | 34 | 6.22
flip-flops | 108 | 108 | 34.2
AND/OR/NAND/NOR | 302 | 302 | 21.7
AND-OR/OR-AND | 262 | 262 | 24.7
buffers and inverters | 95 | 139 | 5.92
-- stage by stage --
stage	total power (W)	setup slack [ns]	hold slack (ns)	cells
floorplan	0.00112	0.327	0.378	853
global placement	0.00124	-0.271	0.415	1046
detailed placement	0.00125	-0.425	0.427	1046
CTS	0.00192	0.00821	0.445	1069
global route	0.00202	-0.0215	0.466	1073
finish	0.00192	0.154	0.442	1073
-- registers in the layout, indices dropped and copies added, names as in the netlist --
register                cells
lcd_inst.state              9
lcd_inst.div_cnt           16
fsm_ctrl.workout_num        8
fsm_ctrl.state              6
buzzer_inst.buzzer_out      1
lcd_inst.en_phase           1
lcd_inst.idx                6
lcd_inst.lcd_data           8
fsm_ctrl.time_remain        6
lcd_inst.lcd_rs             1
lcd_inst.tick               1
lcd_inst.exercise_name     44
fsm_ctrl.buzzer             1
-- path summary, 6_finish.rpt --
check | startpoint | endpoint | slack [ns] | cells past startpoint
setup reg to reg | fsm_ctrl.time_remain[3] | lcd_inst.lcd_data[5] | 1.55 | 12
min in group asynchronous | reset | buzzer_inst.buzzer_out | 1.45 | 4
hold reg to reg | buzzer_inst.buzzer_out | buzzer_inst.buzzer_out | 0.44 | 1
hold / removal | buzzer_inst.buzzer_out | buzzer_inst.buzzer_out | 0.44 | 1
setup / recovery | P[2] | T[1] | 0.15 | 14
max in group asynchronous | reset | lcd_inst.state[2] | 3.50 | 4
-- layout by cell type (no fill, tap or decap), types with 12 or more instances in the layout --
| master | Yosys | layout |
|---|---|---|
| nand2_1 | 83 | 81 |
| nor2_1 | 79 | 77 |
| dfxtp_1 | 65 | 65 |
| o21ai_0 | 64 | 60 |
| a21oi_1 | 56 | 55 |
| buf_4 | 6 | 50 |
| dfrtp_1 | 42 | 42 |
| inv_1 | 37 | 36 |
| ha_1 | 33 | 31 |
| nor2b_1 | 26 | 24 |
| nand3_1 | 24 | 24 |
| a22oi_1 | 22 | 22 |
| clkdlybuf4s50_1 | 0 | 22 |
| xnor2_1 | 18 | 17 |
| or3_1 | 16 | 16 |
| nand2b_1 | 13 | 13 |
| o21ai_1 | 8 | 12 |
| nor3_1 | 12 | 12 |
| a21o_1 | 12 | 12 |
-- routing by layer --
metal	routed length (µm)	global-route usage, %	vias to the layer above
met5	0	0	-
met4	148	2.81	0
met3	991	3.54	13
met2	7390	36.0	181
met1	8790	42.3	2956
li1	-	-	3155
-- power by group through the flow --
stage         sequential, W  combinational [W]  clock (W)
finish             0.000845           0.000432   0.000648
global route       0.000848           0.000479   0.000692
CTS                0.000844           0.000406   0.000666
-- Yosys cell counts, drive strengths merged (6+ instances only) --
master  instances
xor2           11
o31ai           6
o21ai          73
inv            38
mux2i          13
nor3b           8
and2            9
mux2            9
a21o           12
a31oi          11
a22oi          22
a221oi          6
dfrtp          42
nor2b          26
clkbuf         38
a21oi          57
dfxtp          65
ha             33
nand2          84
buf            19
a211oi         10
nor2           79
nand3          24
nor3           13
o211ai          6
xnor2          18
o22ai           7
nand2b         13
or3            16
-- worst max-delay path: stages --
cell	delay [ns]
clkbuf_2	0.13
buf_6	0.16
a2111oi_4	0.31
a311o_1	0.19
ha_2	0.19
inv_1	0.06
fa_2	0.39
nor2b_1	0.12
o21ai_1	0.09
a21boi_1	0.22
nor2_1	0.09
mux4_2	0.52
a21o_1	0.20
clkdlybuf4s50_1	0.40
Power is estimated from default activity; no workload was simulated.
